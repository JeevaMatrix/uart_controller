[flow/config.mk]
export PLATFORM = sky130hd
export DESIGN_NAME = uart_top
export DESIGN_NICKNAME = uart_top
export VERILOG_FILES = /design/flow/design.v
export SDC_FILE = /design/flow/constraint.sdc
export NUM_CORES = 4
export LEC_CHECK = 1
export CORE_UTILIZATION = 40
[flow/constraint.sdc]
current_design uart_top

set clk_period 3.5
set clk_io_pct 0.2

create_clock -name clk0 -period $clk_period [get_ports {clk}]

set non_clock_inputs [all_inputs -no_clocks]
set_input_delay [expr $clk_period * $clk_io_pct] -clock clk0 $non_clock_inputs
set_output_delay [expr $clk_period * $clk_io_pct] -clock clk0 [all_outputs]
[flow/design.v]
module tx(
    input clk, reset,
    input tick,
    input [7:0]data,
    input tx_ready,
    output reg tx_done, tx
);
    reg [2:0] state;
    reg [2:0] bit_index;
    reg [7:0] shift_reg;
    parameter IDLE = 3'b000,
              START = 3'b001,
              DATA = 3'b010,
              STOP = 3'b011,
              DONE = 3'b100;
    always @(posedge clk or posedge reset) begin
        if(reset) begin
            state <= IDLE;
            bit_index <= 0;
            shift_reg <= 0;
            tx <= 1'b1;
            tx_done <= 0;
        end
        else if(tick) begin 
            case(state)
                IDLE: begin
                    tx_done <= 0;
                    tx <= 1'b1;
                    if(tx_ready) begin
                        shift_reg <= data;
                        state <= START;
                    end
                end
                START: begin
                    tx <= 0;
                    bit_index <= 0;
                    state <= DATA;
                end
                DATA: begin
                    tx <= shift_reg[bit_index];
                    bit_index <= bit_index + 1;
                    if(bit_index == 7) begin
                        state <= STOP;
                    end
                end
                STOP: begin
                    tx <= 1;
                    tx_done <= 1;
                    state <= DONE;
                end
                DONE: begin
                    tx_done <= 1;
                    state <= IDLE;
                end
            endcase
        end
    end
endmodule
module rx(
    input clk, reset,
    input tick,
    input rx,
    output reg [7:0] data,
    output reg rx_done
);
    reg [2:0] state;
    reg [2:0] bit_index;
    reg [7:0] shift_reg;
    parameter IDLE  = 3'b000,
              START = 3'b001,
              DATA  = 3'b010,
              STOP  = 3'b011,
              DONE  = 3'b100;
    always @(posedge clk or posedge reset) begin
        if(reset) begin
            state <= IDLE;
            bit_index <= 0;
            shift_reg <= 0;
            rx_done <= 0;
            data <= 0;
        end
        else if(tick) begin
            case(state)
                IDLE: begin
                    rx_done <= 0;
                    if(rx == 0)
                        state <= DATA;
                        bit_index <= 0;
                end
                DATA: begin
                    shift_reg[bit_index] <= rx;
                    bit_index <= bit_index + 1;
                    if(bit_index == 7)
                        state <= STOP;
                end
                STOP: begin
                    if(rx == 1) begin
                        data <= shift_reg;
                        rx_done <= 1;
                        state <= DONE;
                    end
                    else 
                        state <= IDLE;
                end
                DONE: begin
                    rx_done <= 0;
                    state <= IDLE;
                end
            endcase
        end
    end
endmodule
module baud_gen(
    input clk,reset,
    output reg tick
);
    parameter COUNT = 5208;
    reg [12:0] count;
    always @(posedge clk) begin
        if(reset) begin
            count <= 0;
            tick <= 0;
        end
        else begin
            if(count == COUNT - 1) begin
                count <= 0;
                tick <= 1;
            end
            else begin
                tick <= 0;
                count <= count + 1;
            end
        end
    end
endmodule
module uart_top(
    input clk, reset,
    input tx_start,
    input [7:0] tx_data,
    output tx_done,
    output tx_line,
    input rx_line,
    output [7:0] rx_data,
    output rx_done
);
    wire tick;
    baud_gen baud_inst (
        .clk(clk),
        .reset(reset),
        .tick(tick)
    );
    tx tx_inst (
        .clk(clk),
        .reset(reset),
        .tick(tick),
        .data(tx_data),
        .tx_ready(tx_start),
        .tx_done(tx_done),
        .tx(tx_line)
    );
    rx rx_inst (
        .clk(clk),
        .reset(reset),
        .tick(tick),
        .rx(tx_line),      
        .data(rx_data),
        .rx_done(rx_done)
    );
endmodule
[flow/run.sh]
#!/bin/bash
# OpenROAD 26Q1-2900-gdf79404cd8, Yosys 0.63+post, stock flow scripts
make -C /OpenROAD-flow-scripts/flow DESIGN_CONFIG=/design/flow/config.mk WORK_HOME=/design/flow/orfs finish
==> flow_metrics.env <==
# source this file to load flow results
export IMPL_cpPeakStageDelay_ns=0.68
export IMPL_die_size_x_um=80.8
export IMPL_ys_types=39
export IMPL_clockRootBuffer="clkbuf_8"
export IMPL_post_cts_repair_setup_buffers=0
export IMPL_critPathRequiredTime_ns=2.80
export IMPL_xor_area_frac=0.0423
export IMPL_synthArstFlopShare=0.750
export IMPL_fin_crit_ns=2.19
export IMPL_grt_pass1_wl_um=6930
export IMPL_cts_hold_buf=0
export IMPL_antenna_left=0
export IMPL_critical_path_top_delay_family="flip-flops"
export IMPL_cpMaxStageDelayCell="dfstp_2"
export IMPL_gp_congestion=0.819
export IMPL_power_total_mw=1.11
export IMPL_crit_arrival_ns=1.49
export IMPL_drt_wl_total_um=3880
export IMPL_warnings=29
export IMPL_clock_fmax_ghz=0.457
export IMPL_coreArea_um2=5960
export IMPL_clk_pin_slew_ns=0.10
export IMPL_max_clock_path_buffers=2
export IMPL_synth_stat_cells=218
export IMPL_worst_slew_pin_slew_ns=0.531
export IMPL_grt_max_degree=44
export IMPL_ctsResizeCount=0
export IMPL_area_growth_syn_to_layout_pct=16.0
export IMPL_cts_buffers=5
export IMPL_status="completed"
export IMPL_cts_tree="built"
export IMPL_rsz0062_at_grt="false"
export IMPL_start_kind="register"
export IMPL_relSlewSlack=0.646
export IMPL_rows=28
export IMPL_netlist_area_um2=2480
export IMPL_critPathBufInv=1
export IMPL_yosys_area_share_simple=0.156
export IMPL_layout_top_cells="dfrtp_1, nand2_1, clkdlybuf4s50_1, nor2_1, mux2_2"
export IMPL_max_vdd_ir_drop_mv=0.244
export IMPL_drcViolationCount=0
export IMPL_lay_top_count="dfrtp_1"
export IMPL_netlist_top_cell_by_area="dfrtp_1"
export IMPL_fp_dieH_um=80.8
export IMPL_drt_pass1_iter_count=4
export IMPL_largest_register="baud_inst.count"
export IMPL_synth_adder_area_share=0.0403
export IMPL_cts_htree_levels=2
export IMPL_topCellsByArea="dfrtp_1, dfxtp_1, mux2_2"
export IMPL_drt_iter0_drc=83
export IMPL_antenna_found_initial=0
export IMPL_yosysWarnings=3
export IMPL_synthTopLogicFamily="simple AND/OR/NAND/NOR gates"
export IMPL_p_per_area_nw_per_um2=386
export IMPL_slew_viol_final=0
export IMPL_die_area_um2=6520
export IMPL_cp_max_fo=13
export IMPL_finalCritPeriodShare=0.625
export IMPL_top_cell_area_share=0.393
export IMPL_setup_viol=0
export IMPL_synth_edff_count=0
export IMPL_yosys_area_share_aoi=0.0882
export IMPL_largest_reg_flops=13
export IMPL_n_antenna_cell=0
export IMPL_dp_hpwl_um=2590
export IMPL_first_global_vias=1536
export IMPL_yosys_area_um2=2480
export IMPL_vias_per_cell=5.02
export IMPL_io_buffers=21
export IMPL_syn_instance_count=218
export IMPL_clock_sinks=56
export IMPL_leakagePower_nw=1.25
export IMPL_endpoint_kind="primary output"
export IMPL_avgSynthCellArea_um2=11.4
export IMPL_finClkSkew_ns=0.0111
export IMPL_drv_cap=0
export IMPL_grt_overflow=0
export IMPL_io_pins=23
export IMPL_setup_tns_final_ns=0
export IMPL_mux_area_frac=0.105
export IMPL_fp_util=0.417
export IMPL_num_vias=1592
export IMPL_synth_flop_count=56
export IMPL_crit_chain="clkdlybuf4s50_1"
export IMPL_layout_drive_gt1_share=0.165
export IMPL_final_hold_violation_count=0
export IMPL_ys_seq_share=0.538
export IMPL_track_usage=0.138
export IMPL_wl_per_cell_um=12.2
export IMPL_holdCritPathClass="reg2reg"
export IMPL_crit_type="reg2out"
export IMPL_flop_cell="dfrtp_1"
export IMPL_clock_latency_late_pin_ns=0.31
[cell type report]
| type | count | area, um^2 |
|---|---|---|
| inverters | 11 | 41.3 |
| repair buffers | 23 | 225 |
| well taps | 75 | 93.8 |
| fillers | 528 | 3080 |
| flip-flops and latches | 56 | 1340 |
| clock buffers | 5 | 68.8 |
| clock inverters | 3 | 42.5 |
| multi-input cells | 144 | 1070 |
[synth_stat cells (2+ instances only)]
library cell	n
a21boi_0	2
a22o_1	6
a32o_1	5
a41o_1	2
and3_1	2
buf_2	3
clkbuf_1	3
dfrtp_1	39
dfstp_2	3
dfxtp_1	14
ha_1	8
inv_1	11
mux2_2	17
mux2i_1	2
nand2_1	22
nand3_1	9
nand3b_1	3
nand4_1	3
nor2_1	18
nor2_2	3
nor3_1	3
nor4b_1	2
o21ai_0	12
xnor2_1	10
xor2_1	2
[metrics by stage]
step	hold WS (ns)	area (um^2)	utilization	worst slack, ns	instances
after floorplan	0.421	2480	-	1.34	218
after global placement	0.444	2770	0.465	1.47	309
after detailed placement	0.453	2770	0.465	1.45	309
after CTS	0.472	2880	0.483	1.29	317
after global routing	0.492	2880	0.483	1.24	317
final	0.472	2880	0.483	1.31	317
[path summary, 6_finish.rpt]
kind                                       from              endpoint  slack, ns  depth (start not counted)
hold / removal               baud_inst.count[0]    baud_inst.count[0]       0.47                          1
setup / recovery                     tx_inst.tx               tx_line       1.31                          1
hold reg to reg              baud_inst.count[0]    baud_inst.count[0]       0.47                          1
min in group asynchronous                 reset  tx_inst.bit_index[0]       0.92                          3
max in group asynchronous                 reset      rx_inst.state[0]       2.20                          3
setup reg to reg           rx_inst.bit_index[0]  rx_inst.shift_reg[4]       1.66                          6
[routing by layer]
layer / vias up / track usage / part of all wire
met5: - / 0 / 0
met2: 21 / 0.214 / 0.44
met4: 0 / 0.0196 / 0.013
met1: 762 / 0.218 / 0.52
li1: 803 / - / -
met3: 6 / 0.0228 / 0.028
[cell families after synthesis]
logic type               Yosys count
AND-OR/OR-AND                     30
buffers and inverters             18
AND/OR/NAND/NOR                   72
multiplexers                      22
flip-flops                        56
XOR/XNOR                          12
adder cells (fa/ha/maj)            8
[report_power, final]
| group | switching (mW) | total [mW] | internal, mW |
|---|---|---|---|
| sequential | 0.00520 | 0.655 | 0.649 |
| clock | 0.214 | 0.426 | 0.212 |
| combinational | 0.0166 | 0.0311 | 0.0145 |
